<file path="flow/config.mk">
export PLATFORM = sky130hd
export DESIGN_NAME = Buzzer
export DESIGN_NICKNAME = Buzzer
export VERILOG_FILES = /design/flow/design.v
export SDC_FILE = /design/flow/constraint.sdc
export NUM_CORES = 4
export LEC_CHECK = 1
export CORE_AREA = 10 10 88 88
export DIE_AREA = 0 0 98 98
</file>
<file path="flow/constraint.sdc">
current_design Buzzer

set clk_period 3.9
set clk_io_pct 0.2

create_clock -name clk0 -period $clk_period [get_ports {clk}]

set non_clock_inputs [all_inputs -no_clocks]
set_input_delay [expr $clk_period * $clk_io_pct] -clock clk0 $non_clock_inputs
set_output_delay [expr $clk_period * $clk_io_pct] -clock clk0 [all_outputs]
</file>
<file path="flow/design.v">
`timescale 1ns / 1ps
module Buzzer (
    input wire clk ,  
    input wire [17:0] freq,   
    output wire speaker  
);
    reg [17:0] counter ;
    reg pwm ;
    initial begin
    pwm =0;
    end
    always @ ( posedge clk ) begin
        if ( counter < freq ) begin
            counter <= counter + 1'b1;
            end 
        else begin
            pwm = ~pwm ;
            counter <= 0;
        end
    end
    assign speaker = pwm ;  
endmodule
</file>
<file path="flow/run.sh">
#!/bin/bash
# OpenROAD 26Q1-2900-gdf79404cd8, Yosys 0.63+post, stock flow scripts
make -C /OpenROAD-flow-scripts/flow DESIGN_CONFIG=/design/flow/config.mk WORK_HOME=/design/flow/orfs finish
</file>
==> impl_metrics.yaml <==
# yosys + openroad results
sta:
  period_used_pct: 75.5
  period_minus_slack_ps: 2950
  fmax_ghz: 0.339
  relSlewSlack_pct: 64.6
  worst_slack_ps: 954
  rsz0062_at_grt: "false"
  maxSlewViolCount: 0
  finalSetupViolations: 0
  tightest_slew_ps: 531
  skew_ps: 7.77
  tns_ps: 0
  finalHoldViolCount: 0
grt:
  grt.overflow.total: 0
  antenna_found_initial: 0
  grt_pass1_wl_um: 4430
  grt_usage_pct: 5.24
  grt_pass1_vias: 1016
  grt_max_degree: 15
cts:
  insertion_delay_ps: 260
  root_buffer: "clkbuf_8"
  clk_pin_slew_ps: 70
  cts_tree: "built"
  numCtsBuffers: 3
  cts_sinks: 19
  ctsResizeCount: 0
  cts_buffer_depth: 2
  htreeDepth: 1
  hold_buffers: 0
  postCtsSetupBuffers: 0
synth:
  postSynthSeqShare_pct: 29.8
  edf_count: 1
  synthCells: 144
  yosysWarnings: 1
  synth-async-reset-ratio_pct: 0
  synth_xor_xnor_area_share_pct: 10.7
  yosysTopAreaCell: "dfxtp_1"
  synth_top_area_share_pct: 27.5
  synthAoiAreaFrac_pct: 7.35
  synth_cell_types: 29
  synthTopCellsByArea: "dfxtp_1, ha_1, nor3_2"
  synth_area_per_cell_um2: 9.11
  yosys_cells: 144
  yosys-top-cells-count: "inv_1, dfxtp_1, ha_1, nor3_1, nor3_2"
  synthTopLogicFamily: "simple AND/OR/NAND/NOR gates"
  ys_area_um2: 1310
  synthSimpleGateAreaFrac_pct: 26.8
  synth_area_um2: 1310
  mux_share_pct: 0
  flop_cell: "dfxtp_1"
  yosys.area_share.adder_pct: 17.2
  yosysMostFrequentCell: "inv_1"
  numSynthFlops: 19
floorplan:
  ioPinCount: 20
  fp_util_pct: 22.1
  die_w_um: 98
  core_um2: 5920
  rows: 28
  die-area_um2: 9600
  die_y_um: 98
routing:
  n_antenna_cell: 0
  wl_per_cell_um: 10.5
  drcViolationCount: 0
  firstDrtPassIters: 4
  wl_um: 2520
  drt_iter0_drc: 40
  vias_per_cell: 4.11
  antenna_left: 0
  vias: 990
setup_path:
  rrSetupSlack_ps: 1610
  worstPathArrival_ps: 2920
  startpoint_type: "primary input"
  criticalPathCategory: "primary input to register"
  slowest_stage: "or4_4"
  critical_path.startpoint: "freq[17]"
  r2r_end: "pwm"
  reg2reg_from: "counter[16]"
  worstPathMaxFanout: 14
  cp-endpoint: "pwm"
  path_cells: "clkdlybuf4s50_1 > inv_1 > ha_1 > nand4_2 > or4_4 > o22ai_4 > or2_2"
  ff2ff_path_depth: 5
  worstSetupEndpointType: "register"
  cp.required_ps: 3880
  critical-path-max-stage-delay_ps: 580
finish:
  final_area_um2: 1630
  n_fill_cell: 609
  final_layout_size_suffix_gt1_share_pct: 13.9
  logic_area_um2: 813
  regArea_um2: 390
  area_growth_syn_to_layout_pct: 24.2
place:
  place_area_um2: 1580
  dp_hpwl_um: 2060
  place_congestion: 0.838
  io_buffer_count: 19
  place_ws_ps: 673
worst_hold_path:
  hold_path_class: "register to register"
  hold_start: "pwm"
  holdPathStages: 1
job:
  warning_count: 25
  drv_cap: 0
power_and_ir_drop:
  p_total_mw: 0.567
  powerDensity_nw_per_um2: 348
  irDropWorstVdd_uv: 128
  p_leak_nw: 0.751
status:
  status: "complete, no violations"
==> power by group <==
part,internal [mW],switching (mW),leakage (nW),total (mW)
Sequential,0.222,0.0353,0.156,0.257
Combinational,0.0892,0.0799,0.569,0.169
Clock,0.0724,0.0676,0.0260,0.140
Total,0.384,0.183,0.751,0.567
==> layout make-up <==
type	instances	share of cell area [%]
Clock inverter	1	0.384
Multi-Input combinational cell	101	49.9
Inverter	21	4.84
Clock buffer	3	2.53
Timing Repair Buffer	21	12.6
Sequential cell	19	24.0
Tap cell	75	5.76
==> how the worst min path moves through the flow <==
stage / to
final: pwm
after global routing: pwm
after CTS: pwm
==> critical path: cells and delay by family <==
family	cells	cell delay [ps]
adders and majority gates	1	300
AOI/OAI and AO/OA	1	400
and+or+nand+nor	3	940
buffers and inverters	2	490
==> sequential cells by signal, summed over array words and instances, names as in the netlist <==
name / flops
counter: 18
pwm: 1
==> stage by stage <==
step                cells  util (%)  hold slack, ps
global route          241      27.5             578
floorplan             144         -             485
finish                241      27.5             550
global placement      237      26.7             544
CTS                   241      27.5             558
detailed placement    237      26.7             538
==> placed cells by master, fill, tap and decap left out, types with 3 or more instances in the layout <==
cell,Yosys,routed
xor2_1,8,8
ha_1,18,18
clkbuf_8,0,3
nand3_1,8,8
nand4_1,5,5
inv_1,21,21
clkdlybuf4s50_1,0,19
nor3_1,11,11
nor3_2,10,10
nand2_1,7,7
a21oi_1,7,7
dfxtp_1,18,18
xnor2_1,8,8
==> logic make-up (layout without fill, tap and decap cells) <==
family                     count (synthesis)  in the layout
and+or+nand+nor                           54             54
adders and majority gates                 18             18
AOI/OAI and AO/OA                         13             13
buffers and inverters                     24             46
DFF                                       19             19
xor gates and xnor gates                  16             16
==> layer usage <==
layer	part of all wire (%)	routed length, um	global-route usage [%]
met3	5.7	145	0.925
met2	47	1180	8.88
met4	1.7	42	1.12
met1	46	1150	6.78
met5	0	0	0
No activity file was given, so power comes from the tool's default toggle rates.
