$ cat design/flow/config.mk
export PLATFORM = sky130hd
export DESIGN_NAME = Note_selector
export DESIGN_NICKNAME = Note_selector
export VERILOG_FILES = /design/flow/design.v
export SDC_FILE = /design/flow/constraint.sdc
export NUM_CORES = 4
export LEC_CHECK = 1
export CORE_AREA = 10 10 70 70
export DIE_AREA = 0 0 80 80
$ cat design/flow/constraint.sdc
current_design Note_selector

set clk_period 2.1
set clk_io_pct 0.2

create_clock -name clk0 -period $clk_period

set non_clock_inputs [all_inputs -no_clocks]
set_input_delay [expr $clk_period * $clk_io_pct] -clock clk0 $non_clock_inputs
set_output_delay [expr $clk_period * $clk_io_pct] -clock clk0 [all_outputs]
$ cat design/flow/design.v
`timescale 1ns / 1ps
module Note_selector(input[4:0] note,output reg[7:0] key);
    always @(note)
    case (note)
        5'd0:key = 8'b00000000;
        5'd1,5'd8, 5'd15:key = 8'b10000000;
        5'd2,5'd9, 5'd16:key = 8'b01000000;
        5'd3,5'd10,5'd17:key = 8'b00100000;
        5'd4,5'd11,5'd18:key = 8'b00010000;
        5'd5,5'd12,5'd19:key = 8'b00001000;
        5'd6,5'd13,5'd20:key = 8'b00000100;
        5'd7,5'd14,5'd21:key = 8'b00000010;
        default:key = 8'b00000000;
    endcase 
endmodule
$ cat design/flow/run.sh
#!/bin/bash
# OpenROAD 26Q1-2900-gdf79404cd8, Yosys 0.63+post, stock flow scripts
make -C /OpenROAD-flow-scripts/flow DESIGN_CONFIG=/design/flow/config.mk WORK_HOME=/design/flow/orfs finish
==> flow_metrics.env <==
# yosys + openroad results
export IMPL_topCellsByArea="sky130_fd_sc_hd__nor4b_1, sky130_fd_sc_hd__and4bb_2, sky130_fd_sc_hd__buf_4"
export IMPL_floorplan_die_height_um=80
export IMPL_finalHoldViolations=0
export IMPL_via_per_inst=3.022
export IMPL_layout_filler_cells=390
export IMPL_synth_adder_area_share_pct=0
export IMPL_timing_critical_path_from_type="input port"
export IMPL_clockBufferCount=0
export IMPL_place_congestion=0.6160
export IMPL_highest_layer="met3"
export IMPL_crit_path_cell_trace="clkbuf_2 -> buf_4 -> xor2_2 -> a31oi_2 -> nor2_1 -> clkdlybuf4s50_1"
export IMPL_global_route_wire_length_before_repair_um=1366
export IMPL_timing_critical_path_required_ns=1.68
export IMPL_log_warning_count=33
export IMPL_max_cap_viol_count=0
export IMPL_synth_simple_gate_area_share_pct=54.04
export IMPL_dpl_hpwl_um=635.8
export IMPL_cts_hold_buf=0
export IMPL_grt_util_all_layers_pct=2.517
export IMPL_drt_first_iter_violations=11
export IMPL_syn_area_per_cell_sq_um=6.498
export IMPL_std_cell_rows=21
export IMPL_cts_repair_timing_setup_buffer_count=0
export IMPL_finalSetupViolCount=0
export IMPL_crit_path_top_delay_cell="sky130_fd_sc_hd__clkdlybuf4s50_1"
export IMPL_static_power_due_to_leakage_uw=0.0002350
export IMPL_setup_worst_path_end_class="output port"
export IMPL_pin_count_of_the_biggest_net_entering_global_routing=9
export IMPL_yosys_stat_area_sq_um=201.4
export IMPL_common_cells="sky130_fd_sc_hd__nor2_1, sky130_fd_sc_hd__inv_1, sky130_fd_sc_hd__nor4b_1"
export IMPL_core_area_sq_um=3416
export IMPL_post_route_drc_count=0
export IMPL_crit_arrival_ns=1.59
export IMPL_synth_xor_area_share_pct=4.348
export IMPL_synth_most_common_cell="sky130_fd_sc_hd__nor2_1"
export IMPL_route_antenna_diode_count=0
export IMPL_finish_cell_count_without_fillers=91
export IMPL_p_per_area_nw_per_um2=142.6
export IMPL_maxClockFrequency_ghz=0.4987
export IMPL_p_total_uw=63.86
export IMPL_drive_above_1_share_pct=46.67
export IMPL_initial_util_pct=5.897
export IMPL_num_vias=275
export IMPL_synth_yosys_num_cells=31
export IMPL_synth_area_sq_um=201.4
export IMPL_worstPathMaxFanout=4
export IMPL_dp_slack_ns=-0.4235
export IMPL_first_global_vias=280
export IMPL_antenna_found_initial=0
export IMPL_critPathKind="in -> out"
export IMPL_cells_after_synthesis=31
export IMPL_post_synth_top_area_cell="sky130_fd_sc_hd__nor4b_1"
export IMPL_post_synth_main_logic_family="simple AND/OR/NAND/NOR gates"
export IMPL_wl_met3_um=67
export IMPL_wl_met1_um=400
export IMPL_report_final_slew_viol_count=0
export IMPL_met2RoutedLength_um=373
export IMPL_fin_crit_ns=2.005
export IMPL_overflow=0
export IMPL_worst_path_dominant_cell_family="buffers and inverters"
export IMPL_result_of_the_run="finished, final reports clean"
export IMPL_dp_cell_count=92
export IMPL_setup_repair_after_global_routing_missed_its_margin="false"
export IMPL_aoi_share_pct=18.63
export IMPL_place_port_buffers=12
export IMPL_seq_cells=0
export IMPL_final_ws_setup_ns=0.09490
export IMPL_area_growth_syn_to_layout_pct=122.4
export IMPL_mux_share_pct=0
export IMPL_seq_area_sq_um=0
export IMPL_routedWlPerCell_um=9.242
export IMPL_critical_path_n_buffers_inverters=3
export IMPL_hp_class="in -> out"
export IMPL_netlist_cell_type_count=20
export IMPL_top_cell_area_share_pct=13.04
export IMPL_post_route_antenna_net_violation_count=0
export IMPL_mi_logic_area_sq_um=221.5
export IMPL_drt_pass1_iterations=4
export IMPL_yosys_warnings=1
export IMPL_period_used_pct=95.48
export IMPL_vdd_ir_drop_max_mv=0.02059
export IMPL_delay_contributed_by_the_slowest_stage_of_the_critical_path_ns=0.48
export IMPL_totalWireLength_um=841
export IMPL_total_die_size_sq_um=6400
export IMPL_io_pins=13
export IMPL_die_w_um=80
export IMPL_ys_seq_share_pct=0
-- cells in the final DEF (no fill, tap or decap), drive strengths merged --
cell / synthesis / layout
nor2: 4 / 4
buf: 4 / 8
o32ai: 1 / 1
a21oi: 1 / 1
and4bb: 2 / 2
nor4b: 3 / 3
nor3: 2 / 2
clkdlybuf4s50: 0 / 1
nand3b: 1 / 1
and3: 1 / 1
xor2: 1 / 1
o21ai: 1 / 1
dlygate4sd2: 0 / 2
conb: 1 / 1
nand2: 1 / 1
clkbuf: 0 / 3
or4: 1 / 1
o22ai: 1 / 1
a31oi: 2 / 2
inv: 3 / 3
dlymetal6s2s: 0 / 4
nor2b: 1 / 1
-- worst paths after layout --
path,from,endpoint,slack [ns],depth (start not counted)
setup / recovery,note[0],key[1],0.09,6
hold / removal,note[2],key[6],1.14,3
-- cells by family after synthesis --
family / Yosys count
other: 1
AND-OR/OR-AND: 6
buffers and inverters: 7
XOR/XNOR: 1
AND/OR/NAND/NOR: 16
-- cell type report --
type               count  share of cell area [%]
multi-input cells     24                   49.44
well taps             46                   12.85
inverters              3                   2.514
repair buffers        18                   35.20
-- repair_timing --
item | in CTS | in global routing
setup endpoints to repair | 7 | 5
gates resized | 25 | 14
pin swaps | 2 | 5
-- stage by stage --
stage | area (sq um) | setup TNS (ns) | util, % | hold WS, ns
floorplan | 201.4 | 0 | - | 0.8506
global route | 447.9 | 0 | 13.11 | 1.183
global placement | 400.4 | -2.700 | 11.72 | 1.862
finish | 447.9 | 0 | 13.11 | 1.142
detailed placement | 400.4 | -2.723 | 11.72 | 1.861
CTS | 437.9 | -0.2108 | 12.82 | 1.485
-- routing by layer --
| layer | vias to the layer above | global-route usage (%) |
|---|---|---|
| li1 | 142 | - |
| met1 | 125 | 3.364 |
| met2 | 8 | 4.254 |
| met3 | 0 | 0.5682 |
| met4 | 0 | 0 |
| met5 | - | 0 |
-- power breakdown --
part	switching (uW)	total, uW	internal [uW]
Clock	0	0	0
Combinational	29.7	63.9	34.1
Sequential	0	0	0
Total	29.7	63.9	34.1
Power is estimated from default activity; no workload was simulated.
